`./design.v`:
```
module Demosaic_getBayer#(
	parameter Cols = 512,	
			  Lines = 768
)
(	input wire PCLK,
	input wire RSTN,
	input wire VSYNC,
	input wire HSYNC,
	input wire [7:0] BAYERDATA,
	output wire CAL_EN,
	output wire [7:0] O_DATA  	);
reg [10:0] i;   
reg [10:0] j;   
wire rst;
reg o_vsync;
reg o_hsync;
reg [7:0] o_data;
reg cal_en;
assign CAL_EN = cal_en;
assign rst = !RSTN;
assign O_DATA = o_data;
assign O_VSYNC = o_vsync;
assign O_HSYNC = o_hsync;
always @(posedge PCLK or posedge rst) begin
	if(rst) begin
		o_data <= 0;
		i <= 0;
		j <= 0;
		cal_en <= 0;
	end
	else if (VSYNC && HSYNC) begin
		o_data <= BAYERDATA;
		if (j == Cols - 1 && i == 2) begin
			j <= 0;
			cal_en <= 1;
		end
		else if (j == Cols - 1) begin
			j <= 0;
			i <= i + 1;
		end
		else begin
			j <= j + 1;
		end
	end
	else if (!VSYNC) begin
		j <= 0;
		i <= 0;
		cal_en <= 0;
	end
	else begin
		o_data <= 0;
		o_hsync <= HSYNC;		
	end
end
endmodule
```
`./run.sh`:
```
#!/bin/bash
# OpenROAD 26Q1-2900-gdf79404cd8, Yosys 0.63+post, stock flow scripts
make -C /OpenROAD-flow-scripts/flow DESIGN_CONFIG=/design/flow/config.mk WORK_HOME=/design/flow/orfs finish
```
`./config.mk`:
```
export PLATFORM = sky130hd
export DESIGN_NAME = Demosaic_getBayer
export DESIGN_NICKNAME = Demosaic_getBayer
export VERILOG_FILES = /design/flow/design.v
export SDC_FILE = /design/flow/constraint.sdc
export NUM_CORES = 4
export LEC_CHECK = 1
export CORE_UTILIZATION = 30
```
`./constraint.sdc`:
```
current_design Demosaic_getBayer

set clk_period 4.5
set clk_io_pct 0.2

create_clock -name clk0 -period $clk_period [get_ports {PCLK}]

set non_clock_inputs [all_inputs -no_clocks]
set_input_delay [expr $clk_period * $clk_io_pct] -clock clk0 $non_clock_inputs
set_output_delay [expr $clk_period * $clk_io_pct] -clock clk0 [all_outputs]
```
==> impl_metrics.env <==
# physical design summary
export IMPL_clockBufferDepth=2
export IMPL_synth_most_common_cell="dfrtp_1"
export IMPL_hp_class="reg -> reg"
export IMPL_ys_seq_share_pct=48.78
export IMPL_p_leak_nw=0.8645
export IMPL_fin_worst_skew_ns=0.006670
export IMPL_top_cells_by_count="dfrtp_1, nand2_1, o21ai_0"
export IMPL_cts_tree="done"
export IMPL_use_met3_pct=2.849
export IMPL_worstMarginPinSlew_ns=0.5119
export IMPL_fp_utilization_pct=31.14
export IMPL_dp_hpwl_microns=2283
export IMPL_cts_htree_levels=2
export IMPL_edf_count=0
export IMPL_period_needed_ns=2.716
export IMPL_cts_sinks=31
export IMPL_drive_above_1_share_pct=4.737
export IMPL_wl_per_cell_microns=12.69
export IMPL_yosys_register_bits=31
export IMPL_area_leaders="dfrtp_1, o21ai_0, nand2_1"
export IMPL_nFillCells=539
export IMPL_gr_max_usage_layer="met2"
export IMPL_use_met1_pct=20.34
export IMPL_cap_violations=0
export IMPL_ys_chip_area_sq_mm=0.001590
export IMPL_syn_inst=168
export IMPL_postCtsSetupBuffers=0
export IMPL_synth_yosys_warnings=3
export IMPL_end_kind="flop"
export IMPL_postSynth_asyncResetShare_pct=100.0
export IMPL_grt_pass1_vias=1249
export IMPL_crit_type="in -> reg"
export IMPL_numCtsBuffers=5
export IMPL_synth_area_leader_cell="dfrtp_1"
export IMPL_syn_to_final_growth_pct=21.95
export IMPL_ff_type="dfrtp_1"
export IMPL_vdd_drop_max_v=0.0001323
export IMPL_finalWorstSetupSlack_ns=1.784
export IMPL_root_buffer="clkbuf_8"
export IMPL_drc=0
export IMPL_required_ns=4.68
export IMPL_p_per_area_mw_per_mm2=277.4
export IMPL_crit_fanout=18
export IMPL_row_count=26
export IMPL_globalplace_congestion=0.8008
export IMPL_via_per_inst=5.065
export IMPL_via_count=1317
export IMPL_layout_cells_non_filler=260
export IMPL_min_period_over_period_pct=60.36
export IMPL_port_buffers=20
export IMPL_rsz0062_at_grt="false"
export IMPL_log_warning_count=26
export IMPL_ys_cells=168
export IMPL_drt_iter0_drc=57
export IMPL_grtUsageMet2_pct=21.52
export IMPL_place_area_sq_mm=0.001867
export IMPL_grt_use_total_pct=13.66
export IMPL_antenna_found_initial=0
export IMPL_avgSynthCellArea_sq_um=9.466
export IMPL_post_place_ws_ns=1.486
export IMPL_io_pins=21
export IMPL_insertion_delay_ns=0.28
export IMPL_status="complete, no violations"
export IMPL_final_cell_area_sq_mm=0.001939
export IMPL_cts_resized=0
export IMPL_arrival_ns=2.90
export IMPL_firstDrtPassIters=4
export IMPL_clkTransAtPathRegs_ns=0.07
export IMPL_overflow=0
export IMPL_final_max_slew_viol_count=0
export IMPL_syn_area_sq_mm=0.001590
export IMPL_hold_viol_final=0
export IMPL_drt_wl_total_microns=3299
export IMPL_setup_viol=0
export IMPL_grt_pass1_wl_microns=5768
export IMPL_antennaDiodeCount=0
export IMPL_fp_dieW_microns=74.81
export IMPL_ctsHoldBuffers=0
export IMPL_synth_distinct_cells=36
export IMPL_grt_start_max_net_pins=32
export IMPL_slew_headroom_pct=65.87
export IMPL_postRouteAntennaNets=0
export IMPL_max_freq_mhz=368.2
export IMPL_dieHeight_microns=74.81
export IMPL_synth_top_area_share_pct=48.78
export IMPL_chip_area_sq_mm=0.005596
export IMPL_placed_cells=254
export IMPL_core_area_sq_mm=0.005107
export IMPL_crit_path_start_kind="input pin"
export IMPL_finalSetupTns_ns=0
## final cells by class
| type | instances | area, sq um | share of cell area (%) |
|---|---|---|---|
| Sequential cell | 31 | 775.7 | 40.00 |
| Tap cell | 70 | 87.58 | 4.516 |
| Timing Repair Buffer | 21 | 207.7 | 10.71 |
| Clock buffer | 6 | 72.57 | 3.742 |
| Inverter | 10 | 37.54 | 1.935 |
| Multi-Input combinational cell | 122 | 758.2 | 39.10 |
## stage by stage
stage               hold WS [ns]  util, %  total power, mW
floorplan                 0.4600        -           0.3110
global placement          0.4932    36.55           0.3432
detailed placement        0.5039    36.55           0.3436
CTS                       0.5127    37.97           0.5472
global route              0.5354    37.97           0.5661
finish                    0.5137    37.97           0.5380
## registers in the layout, indices dropped and copies added, names as in the netlist
| register | count |
|---|---|
| o_data | 8 |
| i | 11 |
| cal_en | 1 |
| j | 11 |
## where the power goes
group	internal, mW	switching [mW]	leakage (nW)
Clock	0.103	0.0973	0.0371
Combinational	0.0258	0.0215	0.403
Sequential	0.286	0.00439	0.424
## critical path: stages
cell and delay, ns:
clkdlybuf4s50_1 0.78, and2_1 0.53, nand3_1 0.35, o32ai_1 0.33
## cells by family (layout without fill, tap and decap cells)
group / count (synthesis) / in the layout / synth area share, %
simple gates: 68 / 68 / 23.60
compound gates: 44 / 44 / 17.62
flops: 31 / 31 / 48.78
buf+inv: 15 / 37 / 3.541
xor+xnor: 5 / 5 / 2.754
fa+ha+maj: 3 / 3 / 2.361
mux: 2 / 2 / 1.338
## per-layer routing
metal  wire length (microns)  share of wire, %  vias up
met1                    1617                49      626
met3                     157               4.8        8
met2                    1457                44       31
li1                        -                 -      652
met5                       0                 0        -
met4                      67               2.0        0
## placed cells by master (no fill, tap or decap), types with 2 or more instances in the layout
master,instances
dfrtp_1,31
nand2_1,20
clkdlybuf4s50_1,20
o21ai_0,17
inv_1,10
nand3_1,9
and2_1,8
a21oi_1,7
nor2_1,6
and3_1,6
o31ai_1,6
clkbuf_8,5
nand2b_1,4
a31oi_1,4
nor4_1,4
xor2_1,3
ha_1,3
o41a_1,2
nor2b_1,2
a22o_1,2
xnor2_1,2
nand4_1,2
## final timing paths
check	start	endpoint	slack (ns)	depth (start not counted)
max	VSYNC	i[1]	1.78	4
min	i[5]	i[5]	0.51	1
max reg2reg	j[0]	i[10]	2.53	5
min reg2reg	i[5]	i[5]	0.51	1
max in group asynchronous	RSTN	j[7]	3.20	2
min in group asynchronous	RSTN	i[8]	1.01	2
Power is estimated from default activity; no workload was simulated.
