$ cat flow/run.sh
#!/bin/bash
# OpenROAD 26Q1-2900-gdf79404cd8, Yosys 0.63+post, stock flow scripts
make -C /OpenROAD-flow-scripts/flow DESIGN_CONFIG=/design/flow/config.mk WORK_HOME=/design/flow/orfs finish
$ cat flow/config.mk
export PLATFORM = sky130hd
export DESIGN_NAME = Demosaic_pre_G_RB
export DESIGN_NICKNAME = Demosaic_pre_G_RB
export VERILOG_FILES = /design/flow/design.v
export SDC_FILE = /design/flow/constraint.sdc
export NUM_CORES = 4
export LEC_CHECK = 1
export CORE_UTILIZATION = 30
$ cat flow/constraint.sdc
current_design Demosaic_pre_G_RB

set clk_period 6.1
set clk_io_pct 0.2

create_clock -name clk0 -period $clk_period [get_ports {INCLK}]

set non_clock_inputs [all_inputs -no_clocks]
set_input_delay [expr $clk_period * $clk_io_pct] -clock clk0 $non_clock_inputs
set_output_delay [expr $clk_period * $clk_io_pct] -clock clk0 [all_outputs]
$ cat flow/design.v
module Demosaic_pre_G_RB#(
	parameter Lines = 768 + 20,
			  Cols = 512 + 50 	
)
(	input wire INCLK,
	input wire RSTN,
	input wire DATA_EN,
	input wire HSYNC,
	input wire [7:0] DATA1,   
	input wire [7:0] DATA2,
	input wire [7:0] DATA3,
	input wire [7:0] DATA4,
	input wire [7:0] DATA5,
	output wire [7:0] UU,
	output wire [7:0] UPDATA,
	output wire [7:0] MID,
	output wire [7:0] DOWNDATA,
	output wire [7:0] DD,
	output wire [7:0] LEFTDATA,
	output wire [7:0] LL,
	output wire [7:0] RR,
	output wire [7:0] RIGHTDATA,
	output wire O_EN   );
wire rst;
assign rst = !RSTN;
assign rst = !RSTN;
reg [10:0] cntLine;
reg [10:0] cntCol;
reg [7:0] updata;
reg [7:0] downdata;
reg [7:0] leftdata;
reg [7:0] rightdata;
assign UPDATA = updata;
assign DOWNDATA = downdata;
assign LEFTDATA =leftdata;
assign RIGHTDATA = rightdata;
reg [7:0] uu;
reg [7:0] dd;
reg [7:0] ll;
reg [7:0] rr;
reg [7:0] uur;
reg [7:0] uurr;
reg [7:0] ddr;
reg [7:0] ddrr;
reg [7:0] ur;
reg [7:0] urr;
reg [7:0] dr;
reg [7:0] drr;
assign UU = uu;
assign DD = dd;
assign LL = ll;
assign RR = rr;
reg [7:0] mid;
assign MID = mid;
reg o_en;
reg cntDelay;
assign O_EN = o_en;
reg [1:0] state_1;
reg [1:0] state_2;
reg [1:0] state_3;
reg [1:0] state_4;
reg [1:0] state_5;
always @(posedge INCLK or posedge rst) begin
	if (rst) begin
		cntCol <= 0;
		cntLine <= 0;
	end
	else if (DATA_EN && HSYNC) begin
		if (cntCol == Cols) begin
			cntCol <= 0;
			if(cntLine == Lines) begin
				cntLine <= 0;
			end
			else begin
				cntLine <= cntLine + 1;
			end
		end	
		else begin
			cntCol <= cntCol + 1;
		end
	end
end
always @(posedge INCLK or posedge rst) begin
	if(rst) begin
		uu <= 1'd0;
		uur <= 1'd0;
		uurr <= 1'd0;
		state_1 <= 2'b0;
	end
	else if (DATA_EN && HSYNC) begin
		case (state_1)
			2'b00: begin
				if (cntCol == 0) begin
					uu <= (cntLine == 0 || cntLine == 1) ? DATA5 : DATA1;
					state_1 <= 2'b01;
				end
				else begin
					uu <= uur;
					uur <= uurr;
					uurr <= (cntLine == 0 || cntLine == 1) ? DATA5 : DATA1;
				end
			end
			2'b01: begin
				if (cntCol == 1) begin
					uur <= (cntLine == 0 || cntLine == 1) ? DATA5 : DATA1;
				end
				else begin
					uur <= uurr;
				end
				state_1 <= 2'b10;				
			end
			2'b10: begin
				uurr <= DATA1;
				state_1 <= 2'b0;				
			end
		endcase
	end
	else begin
		uu <= 0;
		uur <= 0;
		uurr <= 0;
	end
end
always @(posedge INCLK or posedge rst) begin
	if(rst) begin
		updata <= 0;
		ur <= 0;
		urr <= 0;
		state_2 <= 2'b0;
	end
	else if (DATA_EN && HSYNC) begin
		case (state_2)
			2'b00: begin
				if (cntCol == 0) begin
					updata <= (cntLine == 0) ? DATA4 : DATA2;
					state_2 <= 2'b01;
				end
				else begin
					updata <= ur;
					ur <= urr;
					urr <= (cntLine == 0) ? DATA4 : DATA2;
				end
			end
			2'b01: begin
				ur <= (cntLine == 0) ? DATA4 : DATA2;
				state_2 <= 2'b10;				
			end
			2'b10: begin
				urr <= DATA2;
				state_2 <= 2'b00;				
			end
		endcase
	end	
	else begin
		updata <= 0;
		ur <= 0;
		urr <= 0;
	end
end
always @(posedge INCLK or posedge rst) begin
	if(rst) begin
		ll <= 0;
		leftdata <= 0;
		mid <= 0;
		rightdata <= 0;
		rr <= 0;
		state_3 <= 2'b00;
		o_en <= 0;
		cntDelay <= 0;
	end
	else if (DATA_EN && HSYNC) begin
		case (state_3)
			2'b00: begin
				if (cntCol == 0) begin
					mid <= DATA3;
					state_3 <= 2'b01;
				end
				else if (cntCol == Cols) begin
					o_en <= 0;
				end
				else begin
					mid <= rightdata;
					rightdata <= rr;
					rr <= DATA3;
					leftdata <= mid;
					if (cntCol == 3) begin
						ll <= DATA3;
					end
					else begin
						ll <= leftdata;					
					end
				end
			end
			2'b01: begin
				if (cntCol == 1) begin
					leftdata <= DATA3;
					rightdata <= DATA3;
				end
				else begin
					rightdata <= rightdata;
				end
				state_3 <= 2'b10;				
			end
			2'b10: begin
				rr <= DATA3;
				if (cntCol == 2) begin
					ll <= rr;
				end
				else begin
					ll <= leftdata;
				end
				o_en <= 1;
				state_3 <= 2'b00;				
			end
		endcase
	end
	else begin
		ll <= 0;
		leftdata <= 0;
		mid <= 0;
		rightdata <= 0;
		rr <= 0;		
	end
end
always @(posedge INCLK or posedge rst) begin
	if(rst) begin
		downdata <= 0;
		state_4 <= 2'b00;
	end
	else if (DATA_EN && HSYNC) begin
		case (state_4)
			2'b00: begin
				if (cntCol == 0) begin
					downdata <= (cntLine == Lines - 1) ? DATA2 : DATA4;
					state_4 <= 2'b01;
				end
				else begin
					downdata <= dr;
					dr <= drr;
					drr <= DATA4;
				end
			end
			2'b01: begin
				if (cntCol == 1) begin
					dr <= (cntLine == Lines - 1) ? DATA2 : DATA4;
				end
				else begin
					dr <= drr;
				end
				state_4 <= 2'b10;				
			end
			2'b10: begin
				drr <= (cntLine == Lines - 1) ? DATA2 : DATA4;
				state_4 <= 2'b00;				
			end
		endcase
	end
	else begin
		downdata <= 0;
		dr <= 0;
		drr <= 0;
	end	
end
always @(posedge INCLK or posedge rst) begin
	if(rst) begin
		dd <= 0;
		ddr <= 0;
		ddrr <= 0;
		state_5 <= 2'b00;
	end
	else if (DATA_EN && HSYNC) begin
		case (state_5)
			2'b00: begin
				if (cntCol == 0) begin
					dd <= (cntLine == Lines - 1 || cntLine == Lines - 2) ? DATA1 : DATA5;
					state_5 <= 2'b01;
				end
				else begin
					dd <= ddr;
					ddr <= ddrr;
					ddrr <= DATA5;
				end
			end
			2'b01: begin
				ddr <= (cntLine == Lines - 1 || cntLine == Lines - 2) ? DATA1 : DATA5;
				state_5 <= 2'b10;		
			end
			2'b10: begin
				ddrr <= (cntLine == Lines - 1 || cntLine == Lines - 2) ? DATA1 : DATA5;
				state_5 <= 2'b00;				
			end
		endcase
	end
	else begin
		dd <= 0;
		ddr <= 0;
		ddrr <= 0;
	end	
end
endmodule
==> flow_summary.json <==
{
  "status": "finished clean",
  "core-area_um2": 27800,
  "async_flop_share_pct": 90.8,
  "clk_path_buf_depth": 2,
  "drcViolationCount": 0,
  "path_cells": "clkdlybuf4s50_1 -> and2_1 -> buf_4 -> o31a_1 -> buf_4 -> and3b_1 -> a22oi_1 -> o21ai_1",
  "worstHoldPathType": "flop to flop",
  "n_antenna_cell": 0,
  "die_h_um": 170,
  "dr.pass1.iters": 4,
  "finalCritPeriodShare_pct": 56.7,
  "clock-root-buffer": "clkbuf_16",
  "dp_hpwl_um": 15600,
  "cp_common_cell": "buf_4",
  "p_leak_uw": 0.00459,
  "portBuffers": 116,
  "fmax_mhz": 289,
  "edf_count": 16,
  "cts_setup_buffers": 0,
  "ys_cells": 788,
  "ys_area_um2": 8450,
  "ios": 117,
  "postRouteAntennaNets": 0,
  "critPathMaxFanout": 42,
  "grt_start_max_net_pins": 57,
  "die-width_um": 170,
  "grt_pass1_vias": 6496,
  "gr-total-overflow": 0,
  "topCellsByArea": "dfrtp_1, mux2i_1, edfxtp_1, a22oi_1, o21ai_0",
  "maxSlewViolCount": 0,
  "hold_path_end": "uur[4]",
  "core_util_floorplan_pct": 30.4,
  "hold_viol_final": 0,
  "topCombFamilyByArea": "AND-OR/OR-AND gates",
  "drt_iter0_markers": 444,
  "critPathRequiredTime_ns": 6.45,
  "die-area_um2": 28900,
  "vias": 6677,
  "clkTransAtPathRegs_ns": 0.07,
  "post_drt_via_cell_ratio": 5.18,
  "synthMuxAreaShare_pct": 7.83,
  "simple_gate_share_pct": 13.4,
  "cts_buffers": 17,
  "fin_setup_tns_ns": 0,
  "hp-start": "uur[4]",
  "rr_startpoint": "cntCol[0]",
  "hold_depth": 2,
  "synth_top_cell_by_area": "dfrtp_1",
  "synth.most_common_cell": "dfrtp_1",
  "syn_avg_cell_area_um2": 10.7,
  "ys_warn_count": 1,
  "clock_sinks": 174,
  "maxSlewHeadroom_pct": 32.5,
  "cp.arrival_ns": 3.81,
  "tightest_slew_ns": 1.01,
  "top_cell_area_share_pct": 45.3,
  "insertion_delay_ns": 0.43,
  "grt_pass1_wl_um": 36400,
  "htreeDepth": 4,
  "adder_share_pct": 1.18,
  "period_minus_slack_ns": 3.46,
  "cp-end-kind": "flop",
  "reg2reg_depth": 8,
  "syn2layout_area_growth_pct": 25.8,
  "antenna_found_initial": 0,
  "setup_viol": 0,
  "startpoint_type": "input pin",
  "crit_type": "input pin to flop",
  "wire_per_inst_um": 17.5,
  "r2r-end": "ur[7]",
  "maxCapViolations": 0,
  "post_cts_resized": 0,
  "common_cells": "dfrtp_1, nand2_1, o21ai_0",
  "ir_drop_mv": 0.192,
  "synth_cell_types": 64,
  "reg_top3": "cntCol x11, cntLine x11",
  "gp_congestion": 0.832,
  "warning_count": 31,
  "track_usage_pct": 16.4,
  "synthCells": 788,
  "ys_sh_xor_pct": 1.24,
  "cp_slowest_stage_delay_ns": 0.50,
  "flop_cell": "dfrtp_1",
  "num_rows": 61,
  "ys_seq_share_pct": 52.5,
  "wl_um": 22500,
  "syn_area_um2": 8450,
  "synth-seq-cells": 174,
  "final_util_pct": 38.3,
  "cts_tree": "done",
  "finClkSkew_ns": 0.00934,
  "rrSetupSlack_ns": 3.29,
  "powerDensity_nw_per_um2": 301,
  "slowest_stage": "and2_1",
  "ys_sh_aoi_pct": 21.1,
  "postCtsHoldBufs": 0,
  "rsz0062_at_grt": "no",
  "layout-drive-gt1-share_pct": 9.22
}
[critical path: cells and delay by family]
kind | cells | cell delay (ns)
AND/OR/NAND/NOR | 2 | 0.94
AND-OR/OR-AND | 3 | 0.39
buffers and inverters | 3 | 1.24
[stage by stage]
stage	hold slack [ns]	cell area [um2]	instances	setup WS, ns	total power (uW)
2_1_floorplan	0.433	8450	788	3.46	1790
3_3_place_gp	0.450	10000	1257	2.32	2090
3_5_place_dp	0.455	10000	1257	2.27	2090
4_1_cts	0.471	10600	1289	2.73	3230
5_1_grt	0.499	10600	1289	2.45	3370
6_report	0.466	10600	1289	2.64	3200
[worst max-delay path by stage]
stage	from	to	slack, ns
after CTS	DATA_EN	ur[7]	2.73
after global routing	DATA_EN	ddr[7]	2.45
final	DATA_EN	ur[7]	2.64
[cell usage in the layout (no fill, tap or decap), drive strengths merged, types with 4 or more instances in the layout]
| cell | Yosys | routed |
|---|---|---|
| xor2 | 6 | 6 |
| nor3 | 4 | 4 |
| ha | 8 | 8 |
| mux2 | 9 | 9 |
| inv | 10 | 16 |
| nand3 | 10 | 10 |
| xnor2 | 6 | 6 |
| nand4 | 11 | 11 |
| nor2b | 8 | 8 |
| and3 | 22 | 22 |
| buf | 20 | 16 |
| clkdlybuf4s50 | 0 | 115 |
| nand2b | 4 | 4 |
| mux2i | 56 | 56 |
| a2bb2oi | 9 | 9 |
| o2bb2ai | 25 | 25 |
| a221o | 15 | 15 |
| nand2 | 67 | 67 |
| a21oi | 56 | 56 |
| a221oi | 8 | 8 |
| a22o | 11 | 11 |
| nor2 | 59 | 59 |
| and2 | 4 | 4 |
| nor4 | 8 | 8 |
| o21ai | 78 | 78 |
| clkbuf | 20 | 18 |
| edfxtp | 16 | 16 |
| dfrtp | 153 | 153 |
| a22oi | 41 | 41 |
| dfstp | 5 | 5 |
[cell type report]
cell class	instances	area (um2)
fill	2741	17200
sequential	174	4440
multi-input combinational	564	3800
timing repair buffer	131	1270
tap	378	473
clock buffer	18	429
clock inverter	14	180
inverter	10	37.5
[routing by layer]
layer / track usage [%] / share of wire, % / vias up
met5: 0 / 0 / -
met4: 1.84 / 0.96 / 0
met3: 3.39 / 5.0 / 11
met2: 24.2 / 45 / 144
met1: 26.3 / 49 / 3325
li1: - / - / 3197
[logic make-up after synthesis]
logic type / after synthesis
xor gates and xnor gates: 12
adders and majority gates: 8
DFF: 174
AOI/OAI and AO/OA: 264
muxes: 65
buffers and inverters: 50
and+or+nand+nor: 215
[power breakdown]
part / leakage, uW / total (uW) / switching, uW / internal [uW]
clock network: 0.000290 / 1130 / 478 / 653
logic: 0.00199 / 647 / 364 / 283
registers: 0.00231 / 1420 / 114 / 1310
total: 0.00459 / 3200 / 956 / 2240
Power and IR drop assume default switching activity.
