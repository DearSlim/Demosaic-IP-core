==> design/flow/design.v <==
module Demosaic_calG_RB#(
	parameter Cols = 512,
			  Lines = 768			  
)
(	input wire INCLK,
	input wire RSTN,
	input wire IN_EN,   
	input wire [7:0] UU,
	input wire [7:0] UPDATA,
	input wire [7:0] MID,
	input wire [7:0] DOWNDATA,
	input wire [7:0] DD,
	input wire [7:0] LEFTDATA,
	input wire [7:0] LL,
	input wire [7:0] RR,
	input wire [7:0] RIGHTDATA,	
	output wire O_EN,
	output wire [23:0] O_DATA	);
wire rst;
assign rst = !RSTN;
reg [1:0] BGR;
reg [1:0] RGB1;
reg [1:0] RGB2;
reg [1:0] RGB3;
reg [1:0] RGB4;
reg is_even;
reg layer1_en;
reg layer2_en;
reg layer3_en;
reg layer4_en;
reg [10:0] cntCol;
reg [10:0] cntLine;
reg o_en;
reg [7:0] updata;
reg [7:0] downdata;
reg [7:0] leftdata;
reg [7:0] rightdata;
reg [7:0] mid;
reg [7:0] uu;
reg [7:0] dd;
reg [7:0] ll;
reg [7:0] rr;
reg [7:0] resultG;
reg [10:0] dH;
reg [10:0] dV;
reg [23:0] o_data;
assign O_DATA = o_data;
reg [7:0] tempA1;
reg [7:0] tempB1;
reg [7:0] tempC1;
reg [7:0] tempD1;
reg [7:0] tempE1;
reg [7:0] tempF1;
reg [7:0] tempG1;
reg [7:0] tempH1;
reg [7:0] tempA2;
reg [7:0] tempB2;
reg [7:0] tempC2;
reg [7:0] tempD2;
reg [7:0] tempE2;
reg [7:0] tempF2;
reg [7:0] tempG2;
reg [7:0] tempH2;
reg [7:0] tempA3;
reg [7:0] tempB3;
reg [7:0] tempC3;
reg [7:0] tempE3;
reg [7:0] tempF3;
reg [7:0] tempG3;
reg [7:0] tempH3;
reg [7:0] G_temp;
reg [7:0] G0;
reg [7:0] G1;
reg [7:0] G2;
reg [7:0] G3;
reg G_Ostatus;
reg G_Ostatus0;
reg G_Ostatus1;
reg G_Ostatus2;
reg G_Ostatus3;
assign O_EN = o_en;
parameter is_B = 2'b00,
		  is_G = 2'b01,
		  is_R = 2'b10;
always @(posedge INCLK or posedge rst) begin
	if (rst) begin
		layer1_en <= 0;
		is_even <= 0;
		BGR <= is_R;
		RGB1 <= 1;
		G_Ostatus <= 0;
		cntCol <= 0;
		updata <= 0;
		downdata <= 0;
		leftdata <= 0;
		rightdata <= 0;
		uu <= 0;
		dd <= 0;
		ll <= 0;
		rr <= 0;
		mid <= 0;
	end
	else if (IN_EN) begin
		uu <= UU;
		dd <= DD;
		ll <= LL;
		rr <= RR;
		mid <= MID;
		updata <= UPDATA;
		downdata <= DOWNDATA;
		leftdata <= LEFTDATA;
		rightdata <= RIGHTDATA;
		layer1_en <= 1;
		case (BGR)
			is_R: begin
				RGB1 <= 1;
				G_Ostatus <= 0;				
				BGR <= is_G;
			end
			is_B: begin
				RGB1 <= 0;
				G_Ostatus <= 0;				
				BGR <= (cntCol == Cols - 1) ? is_R : is_G;
			end
			is_G: begin
				G_temp <= mid;
				G_Ostatus <= 1;
				BGR <= is_even ? is_B : is_R;
			end
		endcase
		if (cntCol == Cols - 1) begin
			cntCol <= 0;
			if(cntLine == Lines - 1) begin
				cntLine <= 0;
				is_even <= 0;
			end
			else begin
				cntLine <= cntLine + 1;
				is_even <= 1;
			end
		end	
		else begin
			cntCol <= cntCol + 1;
		end		
	end
	else begin
		layer1_en <= 0;
	end
end
always @(posedge INCLK or posedge rst) begin
	if (rst) begin
		tempA1 <= 0;
		layer2_en <= 0;
		RGB2 <= 1;
	end
	else if (layer1_en) begin
		layer2_en <= 1;
		RGB2 <= RGB1;
		tempA1 <= abs(LEFTDATA, RIGHTDATA);
	end
	else begin
		layer2_en <= 0;	
	end
end
always @(posedge INCLK or posedge rst) begin
	if (rst) begin
		tempB1 <= 0;
	end
	else if (layer1_en) begin
		tempB1 <= abs(MID, LL);
	end
	else begin
		tempB1 <= tempB1;
	end
end	
always @(posedge INCLK or posedge rst) begin
	if (rst) begin
		tempC1 <= 0;	
	end
	else if (layer1_en) begin
		tempC1 <= abs(MID, RR);
	end
	else begin
		tempC1 <= tempC1;
	end	
end
always @(posedge INCLK or posedge rst) begin
	if (rst) begin
		tempD1 <= 0;
	end
	else if (layer1_en) begin
		tempD1 <= abs(UPDATA, DOWNDATA);
	end
	else begin
		tempD1 <= tempD1;
	end	
end
always @(posedge INCLK or posedge rst) begin
	if (rst) begin
		tempE1 <= 0;
	end
	else if (layer1_en) begin
		tempE1 <= abs(MID, UU);
	end
	else begin
		tempE1 <= tempE1;
	end	
end
always @(posedge INCLK or posedge rst) begin
	if (rst) begin
		tempF1 <= 0;
	end
	else if (layer1_en) begin
		tempF1 <= abs(MID, DD);
	end
	else begin
		tempF1 <= tempC1;
	end	
end
always @(posedge INCLK or posedge rst) begin
	if(rst) begin
		tempG1 <= 0;
	end
	else if (layer1_en) begin
		tempG1 <= UPDATA + DOWNDATA;
	end
	else begin
		tempG1 <= tempG1;
	end
end
always @(posedge INCLK or posedge rst) begin
	if(rst) begin
		tempH1 <= 0;
	end
	else if (layer1_en) begin
		tempH1 <= LEFTDATA + RIGHTDATA;
	end
	else begin
		tempH1 <= tempH1;
	end
end
always @(posedge INCLK or posedge rst) begin
	if(rst) begin
		tempB2 <= 0;
		RGB3 <= 1;
		layer3_en <= 0;
	end
	else if (layer2_en) begin
		layer3_en <= 1;
		RGB3 <= RGB2;
		tempB2 <= tempB1 + tempC1;
	end
	else begin
		layer3_en <= 0;
	end	
end	
always @(posedge INCLK or posedge rst) begin
	if(rst) begin
		tempE2 <= 0;
	end
	else if (layer2_en) begin
		tempE2 <= tempE1 + tempF1;
	end
	else begin
		tempE2 <= tempE2;
	end
end
always @(posedge INCLK or posedge rst) begin
	if(rst) begin
		tempA2 <= 0;
		tempD2 <= 0;
	end
	else if (layer2_en) begin
		tempA2 <= tempA1;
		tempD2 <= tempD1;
	end
	else begin
		tempA2 <= tempA2;
	end
end
always @(posedge INCLK or posedge rst) begin
	if(rst) begin
		tempG2 <= 0;
		tempH2 <= 0;
	end
	else if (layer2_en) begin
		tempH2 <= tempH1 >> 1;
		tempG2 <= tempG1 >> 1;
	end
	else begin
		tempG2 <= tempG2;
	end
end
always @(posedge INCLK or posedge rst) begin
	if(rst) begin
		dH <= 0;
		dV <= 0;
		RGB4 <= 1;
		layer4_en <= 0;
	end
	else if (layer3_en) begin
		dH <= tempA2 + tempB2;
		dV <= tempD2 + tempE2;
		RGB4 <= RGB3;
		layer4_en <= 1;
	end
	else begin
		layer4_en <= 0;
	end
end
always @(posedge INCLK or posedge rst) begin
	if(rst) begin
		tempG3 <= 0;
		tempH3 <= 0;
	end
	else if (layer3_en) begin
		tempG3 <= tempG2;
		tempH3 <= tempH2;
	end
	else begin
		tempG3 <= tempG3;
	end
end
always @(posedge INCLK or posedge rst) begin
	if(rst) begin
		tempB3 <= 0;
		tempE3 <= 0;
	end
	else if (layer3_en) begin
		tempB3 <= tempB2 >> 2;
		tempE3 <= tempE2 >> 2;
	end
	else begin
		tempB3 <= tempB3;
	end
end 
always @(posedge INCLK or posedge rst) begin
	if(rst) begin
		resultG <= 0;
		o_en <= 0;
	end
	else if (layer4_en) begin
		o_en <= 1;
		if (dH > dV) begin
			resultG <= tempE3 + tempH3;
		end
		else begin
			resultG <= tempB3 + tempG3;
		end
	end
	else begin
		o_en <= 0;
	end
end
always @(posedge INCLK or posedge rst) begin
	if(rst) begin
		G0 <= 0;
		G1 <= 0;
		G2 <= 0;
		G3 <= 0;	
		G_Ostatus0 <= 0;
		G_Ostatus1 <= 0;
		G_Ostatus2 <= 0;
		G_Ostatus3 <= 0;		
	end
	else begin
		G0 <= G_temp;
		G1 <= G0;
		G2 <= G1;
		G3 <= G2;
		G_Ostatus0 <= G_Ostatus;
		G_Ostatus1 <= G_Ostatus0;
		G_Ostatus2 <= G_Ostatus1;
		G_Ostatus3 <= G_Ostatus2;
	end
end
always @(posedge INCLK or posedge rst) begin
	if (rst) begin
		o_data <= 24'b000000000000000000000000;
	end
	else if (RGB4 == 1 && o_en) begin
		o_data [23:16] <= 8'b00000000;
		o_data [15:8] <= resultG;
		o_data [7:0] <= G3;
	end
	else if (G_Ostatus3 == 1) begin
		o_data [23:16] <= 8'b00000000;
		o_data [15:8] <= G3;
		o_data [7:0] <= 8'b00000000;
	end
	else if (RGB4 == 0 && o_en) begin
		o_data [23:16] <= G3;
		o_data [15:8] <= resultG;
		o_data [7:0] <= 8'b00000000;
	end	
	else begin
		o_data <= 0;
	end
end
function [7:0] abs;
input [7:0] a;
input [7:0] b;
reg [7:0] dout;
begin
	if (a > b) begin
		dout = a-b;
	end
	else begin
		dout = b-a;
	end
	abs = dout;
end
endfunction
endmodule
==> design/flow/run.sh <==
#!/bin/bash
# OpenROAD 26Q1-2900-gdf79404cd8, Yosys 0.63+post, stock flow scripts
make -C /OpenROAD-flow-scripts/flow DESIGN_CONFIG=/design/flow/config.mk WORK_HOME=/design/flow/orfs finish
==> design/flow/config.mk <==
export PLATFORM = sky130hd
export DESIGN_NAME = Demosaic_calG_RB
export DESIGN_NICKNAME = Demosaic_calG_RB
export VERILOG_FILES = /design/flow/design.v
export SDC_FILE = /design/flow/constraint.sdc
export NUM_CORES = 4
export LEC_CHECK = 1
export CORE_UTILIZATION = 50
==> design/flow/constraint.sdc <==
current_design Demosaic_calG_RB

set clk_period 4.7
set clk_io_pct 0.2

create_clock -name clk0 -period $clk_period [get_ports {INCLK}]

set non_clock_inputs [all_inputs -no_clocks]
set_input_delay [expr $clk_period * $clk_io_pct] -clock clk0 $non_clock_inputs
set_output_delay [expr $clk_period * $clk_io_pct] -clock clk0 [all_outputs]
==> Changelog: implementation <==
### Metrics

* Outcome: complete, no violations
* WP data arrival at approximately 3.9 ns
* Critical Path End: tempF1[6]$_DFF_PN0_
* Crit path capture type: flop
* Unrepaired setup endpoints after global routing: no
* Chip Area at ~0.033 mm²
* Cell Type Count at roughly 67
* FF-to-FF End: resultG[4]$_DFFE_PN0P_
* First-pass GRT wire length at 57370 µm
* Max FO, Critical Path at 9
* Htree depth at 1
* Pre-antenna DRT Iters at 4
* Final setup TNS at 0 ns
* Final setup viols at 0
* WP data required at 5.12 ns
* CP Launch Point: MID[5]
* GRT Util Overall at a little under a quarter
* Synth area leader: dfrtp_1
* IO Port Bufs at 99
* Dpl hpwl at approximately 27000 µm
* Synth Area per Inst at 10.63 µm²
* R2R depth at 8
* Yosys cell count at roughly 1.5k
* Slew Limit Headroom at 54.32%
* Wire per inst at around 17 µm
* Largest cells by area: dfrtp_1 39%, ha_1 12%, mux2_2 6.2%
* CTS tree: built
* Yosys Warn Count at 1
* Crit share post-route at between 70% and 80%
* Cts bufs inserted at 30
* Power per cell area at between 400 and 500 mW/mm²
* Slew @ Worst Pin at 0.6837 ns
* Post-synth top flop: dfrtp_1
* Clock latency (worst-skew pair) at ~0.54 ns
* Largest net degree at the start of global routing at 91
* Clk_skew at 0.01094 ns
* Hold Path Class: reg2reg
* FILL cells at 2580
* DR iter-0 viols at 603
* # hold bufs at CTS at 0
* Core ar. at 0.03099 mm²
* Ant diodes at 0
* Antenna viol nets, final at 0
* Row cnt at 64
* Fmax achieved at ~290 MHz
* Synthesis area per yosys at 0.01593 mm²
* Fin. max-slew vios at 0
* Post-route total power at ~0.0085 W
* Num ports at 100
* Ys async rst share at 93.01%
* Vias per Instance at 5.442
* Die height at 180.5 µm
* DRC Markers at 0
* Max-cap viol count at 0
* Clock Sinks at around 270
* Setup CP Type: in2reg
* Area share, top type at 38.97%
* CP Launch Type: input port
* Finished Layout Cells at 2007
* Via Count at 10.92k
* Post_cts resized at 0
* Maximum VDD drop at 0.0003548 V
* Clock period minus worst slack at 3.452 ns
* Area growth from synthesis to layout at 14.47%
* CTS max path bufs at 3
* Count of library flops with an enable pin at 19
* Routability cong. at 0.9235
* Fp_density at 51.39%
* Clk slew on worst S/H paths at 0.06 ns
* Number of global-route vias before repair at 10.55k
* Synth Cell Area at 0.01593 mm²
* Synth Seq Share at between 40% and 50%
* Antenna violations before repair at 0
* Post-CTS setup buffer count at 0
* Final wirelength at 35090 µm
* Synthesized instance count at around 1.5k
* Hold Slack at approximately 0.34 ns
* Leak at 8.256 nW
* Die X at 180.5 µm
* R2R Setup Slk at 2.24 ns
* Gr ovfl total at 0
* Tool warning count at 81
* Reg2reg start: dV[1]$_DFFE_PN0P_
* Clk root buf: clkbuf_16
* Hold Fails Final Rpt at 0
* Placed cell count at 1952
* Layout cells sized above 1 at 10.68%
* Registers, synthesis at 272
## worst max-delay path, stage by stage
cell and delay, ns:
clkdlybuf4s50_1 0.72, inv_1 0.21, ha_1 0.49, a211oi_1 0.28
nor3b_1 0.08, o32a_1 0.47, a311o_1 0.35, a211oi_1 0.23
nor3b_1 0.09
## kinds of logic (layout without fill, tap and decap cells)
kind of cell    Yosys count  in the layout  share of synthesized area (%)
compound gates          317            317                          12.91
flops                   272            272                          43.38
fa+ha+maj               177            177                          14.85
buf+inv                 169            282                          4.392
xor+xnor                 75             75                          4.125
mux                     124            124                          8.485
simple gates            364            364                          11.86
## layout make-up
cell class | count | area (µm²) | area share (%)
Clock buffer | 44 | 894.6 | 4.907
Clock inverter | 11 | 93.84 | 0.5148
Inverter | 118 | 442.9 | 2.430
Multi-Input combinational cell | 1057 | 8318 | 45.63
Sequential cell | 272 | 6914 | 37.93
Tap cell | 396 | 495.5 | 2.718
Timing Repair Buffer | 109 | 1071 | 5.875
## report_power, final
group	internal, W	switching (W)	leakage [nW]
Combinational	0.00144	0.00148	4.61
Sequential	0.00290	0.000428	3.16
Clock	0.00137	0.000921	0.478
## worst min path at each step
stage	slack, ns	depth (start not counted)	from	to
finish	0.34	0	G2[7]$_DFF_PN0_	G3[7]$_DFF_PN0_
CTS	0.35	0	G2[7]$_DFF_PN0_	G3[7]$_DFF_PN0_
global route	0.35	0	G_temp[2]$_DFFE_PP_	G0[2]$_DFF_PN0_
## metrics by stage
stage | utilization [%] | worst slack (ns) | cell area [µm²]
2_1_floorplan | - | 1.853 | 15930
3_3_place_gp | 55.64 | 0.7496 | 17240
3_5_place_dp | 55.64 | 0.7299 | 17240
4_1_cts | 58.83 | 1.316 | 18230
5_1_grt | 58.83 | 1.096 | 18230
6_report | 58.83 | 1.248 | 18230
## registers in the layout, indices dropped and copies added, names as in the netlist, 8 cells and up
name	flops
cntCol	11
tempC1	8
G2	8
G3	8
tempE1	8
mid	8
tempF1	8
G1	8
cntLine	11
tempB1	8
tempE2	8
tempA1	8
tempD1	8
tempB2	8
dV	9
dH	9
resultG	8
tempD2	8
o_data	24
G0	8
tempA2	8
G_temp	8
## routing by layer
metal | vias up | wire (µm) | global-route usage [%]
met4 | 0 | 519 | 3.453
met3 | 36 | 1988 | 4.508
li1 | 5464 | - | -
met1 | 5184 | 17620 | 39.21
met2 | 238 | 14970 | 33.24
met5 | - | 0 | 0
## cell usage after synthesis (all sizes together) (22+ instances only)
master and count:
dfrtp 248, ha 157, inv 117, nor2 111, a21oi 97, mux2 88
o21ai 68, xnor2 56, nand2 50, mux2i 36, a21o 29, clkbuf 29
a31oi 28, and3 26, nor2b 26, nor3 26, buf 22
## cell usage in the layout (no fill, tap or decap), drive strengths merged, types with 20 or more instances in the layout
cell type      count
mux2              88
mux2i             36
a21o              29
a31oi             28
fa                20
o21ai             68
inv              118
nor2             111
nor2b             26
nand4             21
dfrtp            248
nor3              26
xnor2             56
or3               20
clkbuf            44
nand2             50
and3              26
a21oi             97
clkdlybuf4s50     98
ha               157
Power and IR drop assume default switching activity.
